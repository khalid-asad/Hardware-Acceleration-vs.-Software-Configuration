**design/flow/design.v**
```verilog
`timescale 1ns/100ps
`default_nettype none
module Nios_Imageline_Interface (
	input logic Clock,
	input logic Resetn,
	output logic [31:0] Filter_config,
	output logic [31:0] C_m1_m1, C_m1_0, C_m1_p1, C_0_m1, C_0_0, C_0_p1, C_p1_m1, C_p1_0, C_p1_p1, C_ws,
	output logic [2:0] State_reload,
	input logic [2:0] State_read,
	output logic SDRAM_wr_src,
	output logic SDRAM_rd_src,
	output logic SDRAM_wren,
	output logic SDRAM_rden,
	output logic [15:0] SDRAM_wr_data_1,
	output logic [15:0] SDRAM_wr_data_2,
	input logic [15:0] SDRAM_rd_data_1,
	input logic [15:0] SDRAM_rd_data_2,
	input logic [10:0] address,
	input logic chipselect,
	input logic read,
	input logic write,
	output logic [31:0] readdata,
	input logic [31:0] writedata,
	output logic waitrequest
);
logic waitrequest_buf, waitrequest_buf_1;
logic chipselect_buf;
always_ff @(negedge Clock or negedge Resetn) begin
	if (~Resetn) begin
		waitrequest <= 1'b0;
	end else begin
		if (chipselect) begin
			if (!chipselect_buf) begin
				waitrequest <= 1'b1;
			end else begin
				if (waitrequest_buf_1) waitrequest <= 1'b0;
			end
		end else waitrequest <= 1'b0;
	end
end
always_ff @(posedge Clock or negedge Resetn) begin
	if (~Resetn) begin
		waitrequest_buf <= 1'b0;
		waitrequest_buf_1 <= 1'b0;
		chipselect_buf <= 1'b0;
	end else begin
		waitrequest_buf <= waitrequest;
		waitrequest_buf_1 <= waitrequest_buf;
		chipselect_buf <= chipselect;
	end
end
always_ff @(posedge Clock or negedge Resetn) begin
	if (~Resetn) begin
		SDRAM_rden <= 1'b0;
	end else begin
		if (chipselect & read & (address == 11'd0) & (waitrequest & !waitrequest_buf))
			SDRAM_rden <= 1'b1;
		else
			SDRAM_rden <= 1'b0;		
	end
end
always_ff @(posedge Clock or negedge Resetn) begin
	if (~Resetn) begin
		readdata <= 32'd0;
	end else if (chipselect & read & waitrequest_buf_1) begin
		case (address)
			11'd0 : readdata <= {SDRAM_rd_data_1,SDRAM_rd_data_2};
			11'd1 : readdata <= {27'd0, 
				State_read, SDRAM_wr_src, SDRAM_rd_src };
			default : readdata <= 32'd0;
		endcase
	end
end
always_ff @(posedge Clock or negedge Resetn) begin
	if (~Resetn) begin
		SDRAM_wren <= 1'b0;
		SDRAM_wr_data_1 <= 16'h0000;
		SDRAM_wr_data_2 <= 16'h0000;
	end else begin
		if (chipselect & write & (address == 11'd0) & (waitrequest & !waitrequest_buf)) begin
			SDRAM_wren <= 1'b1;
			SDRAM_wr_data_1 <= writedata[31:16];
			SDRAM_wr_data_2 <= writedata[15:0];
		end else SDRAM_wren <= 1'b0;
	end
end
always_ff @(posedge Clock or negedge Resetn) begin
	if (~Resetn) begin
		State_reload <= 3'd0;
		SDRAM_wr_src <= 1'b0;
		SDRAM_rd_src <= 1'b0;
	end else begin
		if (chipselect & write & 
			(address == 11'd1) & 
			(waitrequest & !waitrequest_buf)
		) begin
			State_reload <= writedata[4:2];
			SDRAM_wr_src <= writedata[1];
			SDRAM_rd_src <= writedata[0];
		end
	end
end
always_ff @(posedge Clock or negedge Resetn) begin
	if (~Resetn) Filter_config <= 32'd0;
	else if (chipselect & write & (address == 11'd4) & (waitrequest & !waitrequest_buf))
		Filter_config <= writedata;
end
always_ff @(posedge Clock or negedge Resetn) begin
	if (~Resetn) begin
		C_m1_m1 <= 32'd0;
		C_m1_0 <= 32'd0;
		C_m1_p1 <= 32'd0;
		C_0_m1 <= 32'd0;
		C_0_0 <= 32'd0;
		C_0_p1 <= 32'd0;
		C_p1_m1 <= 32'd0;
		C_p1_0 <= 32'd0;
		C_p1_p1 <= 32'd0;
		C_ws <= 32'd0;
	end
	else if (chipselect & write & (address == 11'd5) & (waitrequest & !waitrequest_buf))
		C_m1_m1 <= writedata;
	else if (chipselect & write & (address == 11'd6) & (waitrequest & !waitrequest_buf))		
		C_m1_0 <= writedata;
	else if (chipselect & write & (address == 11'd7) & (waitrequest & !waitrequest_buf))
		C_m1_p1 <= writedata;
	else if (chipselect & write & (address == 11'd8) & (waitrequest & !waitrequest_buf))	
		C_0_m1 <= writedata;
	else if (chipselect & write & (address == 11'd9) & (waitrequest & !waitrequest_buf))	
		C_0_0 <= writedata;
	else if (chipselect & write & (address == 11'd10) & (waitrequest & !waitrequest_buf))	
		C_0_p1 <= writedata;
	else if (chipselect & write & (address == 11'd11) & (waitrequest & !waitrequest_buf))	
		C_p1_m1 <= writedata;
	else if (chipselect & write & (address == 11'd12) & (waitrequest & !waitrequest_buf))
		C_p1_0 <= writedata;
	else if (chipselect & write & (address == 11'd13) & (waitrequest & !waitrequest_buf))
		C_p1_p1 <= writedata;
	else if (chipselect & write & (address == 11'd14) & (waitrequest & !waitrequest_buf))		
		C_ws <= writedata;
	end
endmodule
```
**design/flow/run.sh**
```bash
#!/bin/bash
# OpenROAD 26Q1-2900-gdf79404cd8, Yosys 0.63+post, stock flow scripts
make -C /OpenROAD-flow-scripts/flow DESIGN_CONFIG=/design/flow/config.mk WORK_HOME=/design/flow/orfs finish
```
**design/flow/config.mk**
```make
export PLATFORM = sky130hd
export DESIGN_NAME = Nios_Imageline_Interface
export DESIGN_NICKNAME = Nios_Imageline_Interface
export VERILOG_FILES = /design/flow/design.v
export SDC_FILE = /design/flow/constraint.sdc
export NUM_CORES = 4
export LEC_CHECK = 1
export CORE_AREA = 10 10 317 317
export DIE_AREA = 0 0 327 327
```
**design/flow/constraint.sdc**
```tcl
current_design Nios_Imageline_Interface

set clk_period 3.4
set clk_io_pct 0.2

create_clock -name clk0 -period $clk_period [get_ports {Clock}]

set non_clock_inputs [all_inputs -no_clocks]
set_input_delay [expr $clk_period * $clk_io_pct] -clock clk0 $non_clock_inputs
set_output_delay [expr $clk_period * $clk_io_pct] -clock clk0 [all_outputs]
```
==> GITHUB_STEP_SUMMARY <==
## PnR job results

| Metric | Value |
|---|---|
| Mux share | `27.3%` |
| Die area | `107000 µm²` |
| Slew margin rel. | `38.9%` |
| Worst hold path class | `in2async` |
| Routability congestion estimate from global placement | `0.825` |
| TritonCTS clock tree | `done` |
| Max-cap violations | `0` |
| Slew Limit Fails | `0` |
| Power, Total | `11.0 mW` |
| Layout cells sized above 1 | `36.0%` |
| CP arrival | `4.09 ns` |
| Fillers | `9312` |
| TritonRoute pass-1 iters | `4` |
| Worst slew pin tran | `0.913 ns` |
| Vias in the first global route | `11700` |
| Post-synthesis compound-gate area fraction | `1.83%` |
| P per Cell Area | `421 nW/µm²` |
| Detailed Place HPWL | `44000 µm` |
| GRT overflow | `0` |
| Sequential area share after synthesis | `66.5%` |
| RSZ-0062 raised after global routing | `true` |
| Adder share | `0%` |
| Fin Hold WS | `0.0999 ns` |
| Antenna Violating Nets Remaining | `0` |
| Initial antenna violation count | `12` |
| Area fraction in xor and xnor cells | `0%` |
| Yosys stat area | `16100 µm²` |
| Iteration-0 DRC Markers | `528` |
| Global-route wire length before repair | `88400 µm` |
| Fp util | `17.2%` |
| Root Driver | `clkbuf_16` |
| Leak Pwr | `12.2 nW` |
| Crit. End Element | `flop` |
| VDD IR max | `0.386 mV` |
| Critical path required time | `3.88 ns` |
| Gr usage total | `11.5%` |
| Port bufs | `506` |
| Seq cells post-synth | `427` |
| Syn Inst Count | `973` |
| Die Width | `327 µm` |
| Post-synthesis simple-gate area fraction | `2.14%` |
| Critical path startpoint category | `flop` |
| Syn avg cell area | `16.5 µm²` |
| Routed WL per cell | `24.0 µm` |
| Hold Vio Cnt, Final | `0` |
| Ys Warns | `1` |
| Row cnt | `112` |
| Top Layout Cells | `504 x clkdlybuf4s50_1, 426 x dfrtp_1, 293 x mux2_2` |
| Tool warnings | `32` |
| Post-Route WL | `68400 µm` |
| Clk latency of the worst-skew pair | `0.60 ns` |
| Ports | `507` |
| Reg clk slew, reported paths | `0.06 ns` |
| Status | `complete, but fails checks` |
| CORE AREA | `93500 µm²` |
| # setup viols final | `344` |
| Clock Path Buffers | `3` |
| Post-placement cell count | `2695` |
| Final setup margin | `-0.209 ns` |
| Worst slack at placement | `-0.185 ns` |
| Area of the multi-input gates | `5360 µm²` |
| Reg area | `10700 µm²` |
| Vias | `10900` |
| Critical path start-end classification | `reg2reg` |
| Skew final | `0.0182 ns` |
| Commonest Layout Cell | `clkdlybuf4s50_1` |
| # Cells Yosys | `973` |
| Post-Layout Cell Count | `2847` |
| CP Max Fanout | `22` |
| DR vias/cell | `3.85` |
| CTS Sinks | `427` |
| Dominant kind of combinational cell | `multiplexers` |
| Chip height | `327 µm` |
| Num CTS Buffers | `50` |
| Post-synth cell types | `30` |
| Post-Synthesis Cell Area | `16100 µm²` |
| Largest net degree at the start of global routing | `115` |
| DRC | `0` |
| Failing checks | `setup timing` |
| CTS H-tree lvls | `2` |
| P&R area growth vs syn | `62.6%` |
-- sequential cells by signal, summed over array words and instances, names as in the netlist, 3 cells and up --
register and flops:
State_reload 3, C_0_0 32, SDRAM_wr_data_2 16, C_m1_m1 32
C_0_m1 32, C_m1_0 32, SDRAM_wr_data_1 16, Filter_config 32
C_0_p1 32, readdata 32, C_m1_p1 32, C_ws 32
C_p1_0 32, C_p1_p1 32, C_p1_m1 32
-- worst max-delay path, stage by stage, from the launching register on --
cell	delay [ns]
dfrtn_1	0.36
buf_6	0.13
and4b_2	0.28
buf_6	0.14
nand4_1	0.13
buf_6	0.30
mux2_2	0.38
-- cell usage after synthesis --
| cell type | count | area share [%] |
|---|---|---|
| nand4b_1 | 1 | 0.055 |
| nor3b_1 | 3 | 0.14 |
| a221o_1 | 5 | 0.31 |
| mux2_2 | 346 | 24 |
| nor4_2 | 1 | 0.078 |
| or3_1 | 1 | 0.039 |
| nor4_1 | 2 | 0.078 |
| nand3_1 | 1 | 0.031 |
| and4b_1 | 1 | 0.062 |
| dfrtp_1 | 426 | 66 |
| nor4b_4 | 1 | 0.15 |
| a22o_1 | 27 | 1.5 |
| dfrtn_1 | 1 | 0.16 |
| nand2b_1 | 1 | 0.039 |
| or4_1 | 2 | 0.093 |
| buf_1 | 1 | 0.023 |
| and2_1 | 3 | 0.12 |
| nor4_4 | 1 | 0.13 |
| and3_1 | 1 | 0.039 |
| nor3_1 | 1 | 0.031 |
| and4_1 | 3 | 0.16 |
| buf_2 | 40 | 1.2 |
| mux2_1 | 43 | 3.0 |
| and4bb_2 | 1 | 0.078 |
| a21boi_0 | 1 | 0.047 |
| and3b_1 | 4 | 0.22 |
| clkbuf_1 | 41 | 0.96 |
| nand4_1 | 11 | 0.43 |
| and2_0 | 2 | 0.078 |
| nor4b_2 | 1 | 0.093 |
-- worst paths after layout --
kind	start	to	slack, ns	cells after the start
min reg2reg	Filter_config[14]	Filter_config[14]	0.49	1
min in group clk0	Filter_config[14]	Filter_config[14]	0.49	1
max in group asynchronous	Resetn	waitrequest	1.75	1
min	Resetn	C_ws[18]	0.1	2
max reg2reg	waitrequest	C_0_m1[7]	-0.21	6
max	waitrequest	C_0_m1[7]	-0.21	6
-- routing by layer --
metal	wire length, µm	track usage (%)	up-vias	share of wire [%]
li1	-	-	4671	-
met4	1990	2.96	8	2.9
met1	28200	14.7	5688	41
met5	48	0	-	0.070
met2	31400	17.9	482	46
met3	6740	4.87	98	9.9
-- area by class of cell --
class                      count  share of cell area [%]
tap                         1254                    6.01
multi-input combinational    464                    20.5
antenna                        9                  0.0863
clock inverter                15                   0.757
sequential                   427                    40.9
timing repair buffer         605                    26.0
clock buffer                  73                    5.74
-- through the flow --
step           TNS, ns  utilization [%]  cell area, µm²
4_1_cts         -22.90             26.8           25100
6_report        -40.84             27.9           26100
3_3_place_gp    -13.72             24.4           22800
2_1_floorplan   -0.414                -           16100
5_1_grt         -66.88             27.9           26100
3_5_place_dp    -19.69             24.4           22800
-- power breakdown --
| group | internal (mW) | switching (mW) | total, mW | leakage, nW |
|---|---|---|---|---|
| combinational | 0.129 | 0.263 | 0.392 | 5.38 |
| clock | 3.35 | 2.15 | 5.50 | 0.841 |
| sequential | 5.09 | 0.00596 | 5.10 | 5.96 |
| total | 8.57 | 2.42 | 11.0 | 12.2 |
-- logic make-up (layout without fill, tap and decap cells) --
logic type             Yosys count  count (layout)
AOI/OAI and AO/OA               33              33
DFF                            427             427
buffers and inverters           82             693
other                            0               9
and+or+nand+nor                 42              42
muxes                          389             389
-- timing repair --
action | CTS | global route
cloned | 11 | 24
endpoints found under the setup margin | 301 | 369
hold endpoints to repair | 41 | 0
pin swaps | 5 | 4
buffers inserted | 14 | 8
hold buffers | 1 | 0
gates resized | 54 | 118
Power is estimated from default activity; no workload was simulated.
